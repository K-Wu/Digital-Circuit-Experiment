`./design.v`:
```
module top_adder_sync (leds,but_input,clk,reset);
output [0:6] leds;
input but_input,clk,reset;
reg [3:0] s;
wire [0:6] leds;
initial begin
s<=4'b0000;
end
debounce xdb(.clk(clk),.key_i(but_input),.key_o(but_input_dbs));
always @(posedge but_input_dbs or posedge reset)
begin
	if (reset)
	s<=4'b0000;
	else
	s[3:0]<=s[3:0]+1; 
end
BCD7 bcd27seg (.din(s),.dout(leds));
endmodule
module debounce(clk,key_i,key_o);
    input clk;
    input key_i;
    output key_o;
    parameter NUMBER = 24'd10_000_000;
    parameter NBITS = 24;
    reg [NBITS-1:0] count;
    reg key_o_temp;
    reg key_m;
	reg key_i_t1,key_i_t2;
    assign key_o = key_o_temp;
	always @ (posedge clk) begin
		key_i_t1 <= key_i;
		key_i_t2 <= key_i_t1;
	end
    always @ (posedge clk) begin
        if (key_m!=key_i_t2) begin
            key_m <= key_i_t2;
            count <= 0;
        end
        else if (count == NUMBER) begin
            key_o_temp <= key_m;
        end
        else count <= count+1;
    end
endmodule
`timescale 1ns/1ns
module BCD7(din,dout);
input [3:0] din;
output [6:0] dout;
assign dout=(din==4'h1)?7'b1111001:
			(din==4'h0)?7'b1000000:
            (din==4'h2)?7'b0100100:
            (din==4'h3)?7'b0110000:
            (din==4'h4)?7'b0011001:
            (din==4'h5)?7'b0010010:
            (din==4'h6)?7'b0000010:
            (din==4'h7)?7'b1111000:
            (din==4'h8)?7'b0000000:
            (din==4'h9)?7'b0010000:
			(din==4'hA)?7'b0001000:
			(din==4'hB)?7'b0000011:
			(din==4'hC)?7'b1000110:
			(din==4'hD)?7'b0100001:
			(din==4'hE)?7'b0000110:
			(din==4'hF)?7'b0001110:7'b0;
endmodule
```
`./run.sh`:
```
#!/bin/bash
# OpenROAD 26Q1-2900-gdf79404cd8, Yosys 0.63+post, stock flow scripts
make -C /OpenROAD-flow-scripts/flow DESIGN_CONFIG=/design/flow/config.mk WORK_HOME=/design/flow/orfs finish
```
`./config.mk`:
```
export PLATFORM = sky130hd
export DESIGN_NAME = top_adder_sync
export DESIGN_NICKNAME = top_adder_sync
export VERILOG_FILES = /design/flow/design.v
export SDC_FILE = /design/flow/constraint.sdc
export NUM_CORES = 4
export LEC_CHECK = 1
export CORE_UTILIZATION = 30
```
`./constraint.sdc`:
```
current_design top_adder_sync

set clk_period 3.0
set clk_io_pct 0.2

create_clock -name clk0 -period $clk_period [get_ports {clk}]

set non_clock_inputs [all_inputs -no_clocks]
set_input_delay [expr $clk_period * $clk_io_pct] -clock clk0 $non_clock_inputs
set_output_delay [expr $clk_period * $clk_io_pct] -clock clk0 [all_outputs]
```
==> out/summary.log <==
[global_route] maximum number of pins on one net before global-route repair 19
[drt] total wirelength of the detailed-routed design 2940 µm
[timing] final count of pins violating max slew 0
[worst_setup_path] signal arrival time at the worst endpoint 2310 ps
[timing] final critical-path setup slack 889 ps
[worst_setup_path] cell with the largest stage delay on the worst path sky130_fd_sc_hd__or4_4
[clock_network] CTS tree built
[global_route] global-route wire length before repair 5240 µm
[timing] number of register pins that no clock reaches 4
[placement] global placer's final weighted congestion 0.848
[clock_network] maximum level of the CTS H-tree 1
[clock_network] number of CTS-inserted buffers 3
[drt] total via count in the routed design 1,386
[global_route] overall fraction of global-route tracks in use 10.6%
[timing] final cycle utilization of the critical path 70.4%
[yosys] share of synthesized area occupied by flip-flops and latches 40.1%
[floorplan] Die Span X 77.2 µm
[clock_network] number of instances resized during post-cts repair 0
[worst_setup_path] Worst path max stage delay 620 ps
[yosys] flip-flop cell with the highest count after synthesis sky130_fd_sc_hd__dfxtp_1
[pwr] largest voltage drop on the vdd net 0.159 mV
[clock_network] clock latency on the worst-skew pair 270 ps
[clock_network] number of setup buffers added after CTS 0
[layout] Area growth, synth to finish 11.3%
[worst_setup_path] Crit. End Element flip-flop
[drt] initial DRC count 34
[drt] remaining design rule violation count 0
[floorplan] Die Footprint 5960 µm²
[yosys] number of standard cells reported by yosys 201
[drt] Detailed Routing Iterations Pass 1 4
[worst_setup_path] crit-path leading delay family simple AND/OR/NAND/NOR gates
[drt] ratio of routed vias to standard cells 4.99
[layout] commonest cells after routing, fill and taps aside sky130_fd_sc_hd__dfxtp_1, sky130_fd_sc_hd__a21oi_1, sky130_fd_sc_hd__nand2_1
[yosys] gate count of the mapped netlist 201
[outcome] status completed
[clock_network] worst-case clock buffer depth 2
[timing] final period demand of the worst path 2110 ps
[drt] wire length per cell 10.6 µm
[timing] number of failing setup endpoints in the final timing report 0
[placement] number of buffers added on ports 9
[worst_setup_path] number of buffers and inverters on the critical path 0
[yosys] number of enable-type register cells in the synthesized netlist 2
[timing] worst-margin pin slew 637 ps
[yosys] area of the synthesized netlist per yosys stat 1700 µm²
[layout] fin util 34.5%
[timing] unrepaired setup endpoints after global routing no
[yosys] count of yosys warnings during synthesis 3
[timing] achievable frequency 474 MHz
[timing] max_slew headroom 57.5%
[clock_network] hold buffers post-CTS 0
[floorplan] fp util 31.0%
[yosys] FFs w/ async S/R, synth 12.5%
[worst_setup_path] biggest fanout along the worst timing path 11
[worst_setup_path] Setup crit start kind flip-flop
[placement] worst slack at placement 913 ps
[layout] Top cell excl fill/tap sky130_fd_sc_hd__dfxtp_1
[run] count of tool warnings 29
[worst_setup_path] Critical Setup Path Class flip-flop to flip-flop
[timing] Sum Neg Setup Slack 0 ps
[floorplan] die boundary height 77.2 µm
[clock_network] Clock Pin Slew Worst Setup and Hold Paths 90 ps
[global_route] antenna violations before repair 0
[yosys] post-synthesis cell type count 40
[timing] count of endpoints failing hold in the final timing report 0
[floorplan] num rows 27
[drt] antenna diode count 0
[pwr] P_leak 0.000604 µW
[yosys] flip-flop and latch count after synthesis 32
[timing] count of endpoints without a timing constraint 11
[timing] largest clock skew in the final design 4.32 ps
[yosys] post-synthesis area per instance 8.44 µm²
[drt] Routed Antenna Nets 0
[hold_path] Hold WC Path Type flip-flop to flip-flop
[layout] Filler Cells Inserted 571
[global_route] via count of the first global-routing pass 1,212
[run] number of max-cap violations 0
[worst_setup_path] required time of the critical path 3200 ps
[layout] fraction of layout instances using a drive strength above 1 5.83%
[placement] estimated wirelength of the detail-placed design 2120 µm
[global_route] final global-route overflow total 0
[yosys] cell area after synthesis 1700 µm²
[floorplan] core area 5470 µm²
[floorplan] Ports 10
[worst_setup_path] ordered cell list for the critical path ha_1 -> nand3_1 -> or4_4 -> or4_1 -> a21oi_1
[pwr] pwr dens 350 nW/µm²
[clock_network] clock root buffer sky130_fd_sc_hd__clkbuf_8
## sequential cells by signal (all words and copies together) (netlist names)
name	count
xdb.key_m	1
s	4
xdb.key_i_t2	1
xdb.key_i_t1	1
xdb.key_o_temp	1
xdb.count	24
## Yosys cell counts (5+ instances only)
| cell | count | share of area (%) |
|---|---|---|
| sky130_fd_sc_hd__nor2_1 | 12 | 2.7 |
| sky130_fd_sc_hd__or3_1 | 10 | 3.7 |
| sky130_fd_sc_hd__clkbuf_1 | 7 | 1.5 |
| sky130_fd_sc_hd__nand4_1 | 5 | 1.8 |
| sky130_fd_sc_hd__nand3_1 | 11 | 3.2 |
| sky130_fd_sc_hd__o21ai_0 | 14 | 4.1 |
| sky130_fd_sc_hd__xnor2_1 | 8 | 4.1 |
| sky130_fd_sc_hd__inv_1 | 13 | 2.9 |
| sky130_fd_sc_hd__nand2_1 | 15 | 3.3 |
| sky130_fd_sc_hd__nor3_1 | 8 | 2.4 |
| sky130_fd_sc_hd__ha_1 | 6 | 4.4 |
| sky130_fd_sc_hd__dfxtp_1 | 26 | 31 |
| sky130_fd_sc_hd__a21oi_1 | 17 | 5.0 |
## cell type report
| cell class | instances | area [µm²] | area share, % |
|---|---|---|---|
| Sequential cell | 32 | 681 | 36.1 |
| Tap cell | 72 | 90.1 | 4.77 |
| Inverter | 13 | 48.8 | 2.58 |
| Multi-Input combinational cell | 147 | 926 | 49.0 |
| Timing Repair Buffer | 10 | 97.6 | 5.17 |
| Clock buffer | 4 | 45.0 | 2.39 |
## worst register-to-register path, stage by stage, from the launching register on
cell and delay [ps]:
sky130_fd_sc_hd__dfxtp_1 410, sky130_fd_sc_hd__ha_1 230, sky130_fd_sc_hd__nand3_1 140, sky130_fd_sc_hd__or4_4 620, sky130_fd_sc_hd__or4_1 490, sky130_fd_sc_hd__a21oi_1 150
## metal layers
metal	wire length (µm)	vias to the layer above	global-route usage, %	part of all wire [%]
met5	0	-	0	0
met4	0	0	0.566	0
met3	44	0	0.967	1.5
met2	1320	10	17.1	45
met1	1580	636	16.5	54
li1	-	740	-	-
## logic make-up (layout without fill, tap and decap cells)
kind of cell,count (synthesis),count (layout),share of synthesized area [%]
buf+inv,22,27,5.75
simple gates,84,84,28.2
flops,32,32,40.1
fa+ha+maj,6,6,4.42
compound gates,45,45,15.3
xor+xnor,12,12,6.19
## stage by stage
stage | hold WS (ps) | area (µm²) | total power, µW | std cells
6_report | 333 | 1890 | 662 | 278
5_1_grt | 351 | 1890 | 705 | 278
4_1_cts | 334 | 1890 | 674 | 278
3_5_place_dp | 312 | 1840 | 467 | 274
3_3_place_gp | 311 | 1840 | 466 | 274
2_1_floorplan | 310 | 1700 | 448 | 201
## final timing paths
check,cells after the start,slack (ps),startpoint,end
worst min register to register,0,330,xdb.key_i_t1,xdb.key_i_t2
worst min-delay path,0,330,xdb.key_i_t1,xdb.key_i_t2
worst max register to register,5,890,xdb.count[1],xdb.count[20]
worst max-delay path,5,890,xdb.count[1],xdb.count[20]
## where the power goes
group | switching, µW | internal, µW | total (µW)
Sequential | 16.1 | 389 | 405
Clock | 110 | 95.0 | 205
Combinational | 31.9 | 19.7 | 51.6
Total | 158 | 504 | 662
Power is estimated from default activity; no workload was simulated.
