===== run.sh =====
#!/bin/bash
# OpenROAD 26Q1-2900-gdf79404cd8, Yosys 0.63+post, stock flow scripts
make -C /OpenROAD-flow-scripts/flow DESIGN_CONFIG=/design/flow/config.mk WORK_HOME=/design/flow/orfs finish

===== config.mk =====
export PLATFORM = sky130hd
export DESIGN_NAME = uart
export DESIGN_NICKNAME = uart
export VERILOG_FILES = /design/flow/design.v
export SDC_FILE = /design/flow/constraint.sdc
export NUM_CORES = 4
export LEC_CHECK = 1
export CORE_UTILIZATION = 40

===== constraint.sdc =====
current_design uart

set clk_period 3.4
set clk_io_pct 0.2

create_clock -name clk0 -period $clk_period [get_ports {sysclk}]

set non_clock_inputs [all_inputs -no_clocks]
set_input_delay [expr $clk_period * $clk_io_pct] -clock clk0 $non_clock_inputs
set_output_delay [expr $clk_period * $clk_io_pct] -clock clk0 [all_outputs]

===== design.v =====
module baud_rate_generation(baud,sysclk,reset); 
input sysclk,reset;
output reg baud;
reg [17:0] s;
initial begin 
s<=1;
baud<=0;
end
always @(posedge sysclk)
begin
if (reset)
begin
s<=1;
baud<=0;
end
s<=s+1;
if(s==18'd326)
baud<=~baud;
else if(s==18'd651)
baud<=~baud;
else if(s==18'd977)
baud<=~baud;
else if(s==18'd1302)
baud<=~baud;
else if(s==18'd1628)
baud<=~baud;
else if (s==18'd1953)
baud<=~baud;
else if(s==18'd2279)
baud<=~baud;
else if (s==18'd2604)
begin
baud<=~baud;
s<=1;
end
end
endmodule
module receiver(rx_data,rx_status,baud,rxd,reset);
output reg [7:0] rx_data;
reg [7:0] new_rx_data;
output reg rx_status;
input baud,rxd,reset;
reg started;
reg [7:0] count;
initial begin
started<=0;
rx_data<=8'b0;
new_rx_data<=8'b0;
rx_status<=0;
count<=0;
end
always @(posedge baud)
begin
if (reset)
begin
started<=0;
rx_data<=8'b0;
new_rx_data<=8'b0;
rx_status<=0;
count<=0;
end
else if (~rxd && ~started)
started<=1;
if (started)
count<=count+1;
if (count==8'd160)
begin
count<=0;
started<=0;
end
if (count==8'd24) 
new_rx_data[0]<=rxd;
else if (count==8'd40) 
new_rx_data[1]<=rxd;
else if (count==8'd56) 
new_rx_data[2]<=rxd;
else if (count==8'd72) 
new_rx_data[3]<=rxd;
else if (count==8'd88) 
new_rx_data[4]<=rxd;
else if (count==8'd104) 
new_rx_data[5]<=rxd;
else if (count==8'd120) 
new_rx_data[6]<=rxd;
else if (count==8'd136) 
new_rx_data[7]<=rxd;
else if (count==8'd152) 
begin
rx_data<=new_rx_data;
rx_status<=1;
end
else if (count==8'd154)
rx_status<=0;
end
endmodule
module controller(tx_data,tx_en,baud,tx_status,rx_status,rx_data,reset,sysclk);
input [7:0] rx_data;
reg [7:0] data;
reg ready,ready2,rx_high,rx_negedge,rx_negedge2;
input rx_status,tx_status,baud,sysclk;
input reset;
output reg tx_en;
output reg [7:0] tx_data;
initial begin
tx_en<=0;
tx_data<=8'b0;
data<=8'b0;
ready<=0;
ready2<=0;
rx_high<=0;
rx_negedge2<=0;
rx_negedge<=0;
end
always @(posedge baud)
begin
if (rx_status)
rx_high<=1;
else if(rx_negedge2)
begin
rx_negedge2<=0;
rx_negedge<=0;
end
else if(rx_negedge)
begin
rx_negedge2<=1;
end
else if(~rx_status && rx_high)
begin
rx_negedge<=1;
rx_high<=0;
end
end
always @(posedge sysclk)
begin
if (rx_negedge)
begin
if (rx_data[7]==1)
data<=~rx_data;
else
data<=rx_data;
end
end
always @(posedge baud)
begin
if (reset)
begin
tx_en<=0;
tx_data<=8'b0;
end
if (ready && tx_status)
begin
tx_en<=1;
ready2<=1;
end
else if (ready2)
begin
ready2<=0;
ready<=0;
end
else if (~ready)
begin
tx_en<=0;
end
if (rx_negedge)
begin
ready<=1;
tx_data<=data;
end
end
endmodule
module sender(txd,tx_status,tx_en,tx_data,reset,baud,sysclk);
output reg txd;
output reg tx_status;
input tx_en,reset,baud,sysclk;
input [7:0] tx_data;
reg [7:0] data;
reg [7:0] count;
reg enabled,stop,started;
initial begin
txd<=1;
tx_status<=1;
enabled<=0;
stop<=0;
started<=0;
data<=8'b0;
count<=0;
end
always @(posedge sysclk) 
begin
if (reset)
tx_status<=1;
else if (stop)
begin
tx_status<=1;
end
else if (tx_en)
begin
tx_status<=0;
end
end
always @(posedge baud) 
begin
if (reset)
begin
started<=0;
data<=8'b0; 
end
else if (tx_en)
enabled<=1;
else if (~tx_en && enabled)
begin
enabled<=0;
started<=1;
data<=tx_data;
end
if (baud)
begin
if (started)
begin
count<=count+1;
if (count==8'd160)
begin
stop<=1;
end
else if (count==8'd161)
begin
count<=0;
stop<=0;
started<=0;
end
if (count==8'd0) 
txd<=0;
else if (count==8'd16) 
txd<=data[0];
else if (count==8'd32) 
txd<=data[1];
else if (count==8'd48) 
txd<=data[2];
else if (count==8'd64) 
txd<=data[3];
else if (count==8'd80) 
txd<=data[4];
else if (count==8'd96) 
txd<=data[5];
else if (count==8'd112) 
txd<=data[6];
else if (count==8'd128) 
txd<=data[7];
else if (count==8'd144) 
begin
txd<=1;
end
end
end
end
endmodule
module uart(txd,rxd,sysclk,reset);
output txd;
input rxd;
input sysclk,reset;
wire [7:0] tx_data,rx_data;
baud_rate_generation baud_gen(.baud(baud),.sysclk(sysclk),.reset(reset));
receiver recv(.rx_data(rx_data),.rx_status(rx_status),.baud(baud),.rxd(rxd),.reset(reset));
controller cont(.tx_data(tx_data),.tx_en(tx_en),.baud(baud),.tx_status(tx_status),.rx_status(rx_status),.rx_data(rx_data),.reset(reset),.sysclk(sysclk));
sender send(.txd(txd),.tx_status(tx_status),.tx_en(tx_en),.tx_data(tx_data),.reset(reset),.baud(baud),.sysclk(sysclk));
endmodule

==> flow_summary.yaml <==
# synthesis and place-and-route metrics
run_status:
  outcome: "completed"
detailed_routing:
  via_count: 2563
  vias_per_cell: 4.83
  drc: 0
  detail_route.first_pass.iterations: 4
  wl_per_cell_um: 11.2
  diodes: 0
  ant_nets: 0
  drt_iter0_drc: 72
  wl_mm: 5.96
cells_and_area:
  fin_cells: 531
  area_growth_pct: 4.58
  final_core_util: 0.437
  drive_gt1_frac: 0.111
setup_path:
  critPathCapture: "baud_gen.baud"
  cp.required_ps: 3380
  worstPathArrival_ps: 1920
  crit_fanout: 9
  r2r-end: "baud_gen.baud"
  critPathLaunch: "baud_gen.s[2]"
  timing.rr.start: "baud_gen.s[2]"
  end_kind: "flip-flop"
  start_kind: "flip-flop"
  ff2ff_setup_slack_ps: 1460
  path_class: "flip-flop to flip-flop"
  reg2reg_depth: 4
logic_synthesis:
  yosys_warnings: 8
  synthCells: 409
  top_cells_by_area: "dfxtp_1, edfxtp_1, nand2_1, nor2_1, mux2_2"
  syn_avg_cell_area_um2: 10.1
  synth_stat.cells: 409
  top_area_cell: "dfxtp_1"
  ys_types: 60
  yosysChipArea_mm2: 0.00412
  top_cell_area_share: 0.277
  synth.most_common_cell: "dfxtp_1"
  ys_ff: 88
  synth_area_mm2: 0.00412
  enable_flop_cells: 31
  async_flop_share: 0
  ys_seq_frac: 0.503
  ff_type: "dfxtp_1"
  synthTopCellsByCount: "dfxtp_1, nand2_1, nor2_1"
timing:
  untimed_endpoints: 98
  finalClockPeriodUsage: 0.571
  timing.hold.ws_ps: 473
  fmax_ghz: 0.515
  post-route-min-period_ps: 1940
  finalMaxSlewViolations: 0
  rsz0062_at_grt: "false"
  unclocked_pins: 60
  slew_headroom: 0.591
  hold_viol_final: 0
  setup_viol: 0
  fin_worst_skew_ps: 11.6
  tns_ps: 0
  worstMarginPinSlew_ps: 608
placed_design:
  place_inst: 527
  portBuffers: 3
  hpwl_mm: 4.22
  globalplace.congestion: 0.820
clock_network:
  cts_max_level: 1
  numCtsBuffers: 3
  cts_tree: "yes"
  postCtsSetupRepairBufs: 0
  ctsResizeCount: 0
  cts.path.max_buffers: 2
  clock-root-buffer: "clkbuf_8"
  path_clk_slew_ps: 100
  worstSkewPairLatency_ps: 280
  cts_hold_buf: 0
flow_run:
  warnings: 32
  cap_viol_max_count: 0
floorplan:
  rows: 36
  fp-utilization: 0.418
  chip_area_mm2: 0.0107
  die_w_um: 104
  ios: 4
  die_height_um: 104
  fp.coreArea_mm2: 0.00986
grt:
  grt_pass1_vias: 2354
  overflow: 0
  grt_pass1_wl_mm: 10.7
  grt_max_degree: 62
  grtUsageTotal: 0.120
  antenna_found_initial: 0
pwr:
  p_leak_uw: 0.00160
  ir_worst_vdd_mv: 0.151
  cellPowerDensity_mw_per_mm2: 157
min_path:
  hold_path_class: "flip-flop to flip-flop"
  hold_start: "baud_gen.s[17]"
placed cells by master (no fill, tap or decap), types with 4 or more instances in the layout:
master    count
dfxtp_1      57
nand2_1      42
nor2_1       40
edfxtp_1     31
a21oi_1      20
nor2b_1      18
xnor2_1      15
inv_1        14
mux2_2       13
nand3_1      13
xor2_1       13
nor3_1       11
and2_1       11
o21ai_0      10
ha_1         10
nand2b_1      6
and3_1        6
nand3b_1      4
nand4_1       4
a31o_2        4
where the power goes:
group          switching (µW)  internal (µW)  total [µW]
Sequential               8.08            394         402
Combinational            29.2           13.8        43.1
Clock                     102            128         230
Total                     139            536         675
worst max-delay path, stage by stage, from the launching register on:
cell	delay, ps
dfxtp_1	550
nand4b_1	190
nor4b_1	490
o21ai_0	210
a31oi_1	210
stage by stage:
| stage | cell area, µm² | setup slack, ps | total power (µW) |
|---|---|---|---|
| after global routing | 4310 | 1320 | 709 |
| final | 4310 | 1460 | 675 |
| after floorplan | 4120 | 1760 | 439 |
| after global placement | 4240 | 1370 | 454 |
| after detailed placement | 4240 | 1360 | 455 |
| after CTS | 4310 | 1500 | 688 |
sequential cells by signal, summed over array words and instances (netlist names), 8 cells and up:
signal	count
baud_gen.s	18
cont.data	8
cont.tx_data	8
recv.count	8
recv.new_rx_data	8
recv.rx_data	8
send.count	8
send.data	8
cell families (layout without fill, tap and decap cells):
group | after synthesis | after routing | share of synthesized area
compound gates | 47 | 47 | 0.0723
xor+xnor | 30 | 30 | 0.0674
fa+ha+maj | 10 | 10 | 0.0304
buf+inv | 34 | 23 | 0.0343
flops | 88 | 88 | 0.503
mux | 16 | 16 | 0.0428
other cells | 1 | 1 | 0.000910
simple gates | 183 | 183 | 0.249
how the worst min path moves through the flow:
stage                 to  slack [ps]  depth (start not counted)
5_1_grt   baud_gen.s[17]         490                          1
6_report  baud_gen.s[17]         470                          1
4_1_cts   baud_gen.s[17]         480                          1
area by class of cell:
| cell class | count | area [µm²] |
|---|---|---|
| clock buffer | 4 | 66.3 |
| sequential | 88 | 2070 |
| tap | 133 | 166 |
| multi-input combinational | 287 | 1910 |
| timing repair buffer | 5 | 45.0 |
| fill | 925 | 5550 |
| inverter | 14 | 52.6 |
routing by layer:
layer  vias up  wire length [µm]  global-route usage
met5         -                 0                   0
met4         0                38             0.00828
met3         4                95             0.00641
met2        17              2660               0.196
met1      1168              3170               0.192
li1       1374                 -                   -
Power is estimated from default activity; no workload was simulated.
